`flow/run.sh`:
```
#!/bin/bash
# OpenROAD 26Q1-2900-gdf79404cd8, Yosys 0.63+post, stock flow scripts
make -C /OpenROAD-flow-scripts/flow DESIGN_CONFIG=/design/flow/config.mk WORK_HOME=/design/flow/orfs finish
```
`flow/config.mk`:
```
export PLATFORM = sky130hd
export DESIGN_NAME = VGA
export DESIGN_NICKNAME = VGA
export VERILOG_FILES = /design/flow/design.v
export SDC_FILE = /design/flow/constraint.sdc
export NUM_CORES = 4
export LEC_CHECK = 1
export CORE_UTILIZATION = 30
```
`flow/constraint.sdc`:
```
current_design VGA

set clk_period 1.0
set clk_io_pct 0.2

create_clock -name clk0 -period $clk_period [get_ports {clk}]

set non_clock_inputs [all_inputs -no_clocks]
set_input_delay [expr $clk_period * $clk_io_pct] -clock clk0 $non_clock_inputs
set_output_delay [expr $clk_period * $clk_io_pct] -clock clk0 [all_outputs]
```
`flow/design.v`:
```
`timescale 1ns / 1ps
module VGA(
input clk, rst, 
input [7:0] rect_color,
output reg hsync,vsync,
output reg [7:0] color
    );
reg [9:0] hgrid = 0;  
reg [9:0] vgrid = 0;  
reg clk_4fp = 0;
reg [1:0] count = 0;
always @ (posedge clk or posedge rst) begin
  if(rst) 
      count <= 0; 
  else 
 count <= count + 1; 
end
always @ (posedge clk or posedge rst) begin
  if(rst)
  clk_4fp <= 0;  
  else begin 
    if (count[1] == 1)
	    clk_4fp <= 1;
	 else
	    clk_4fp <= 0;
end 
end
always @ (posedge clk_4fp or posedge rst) begin
  if(rst) begin 
    hgrid <= 0;
	 vgrid <= 0;
  end
  else begin
    if(hgrid >= 800) begin 
	    hgrid <= 0;
		 vgrid <= (vgrid >= 521? 0 : vgrid + 1'b1);
	 end 
    else
	    hgrid <= hgrid + 1'b1;
  end
end
always @(posedge clk_4fp or posedge rst) begin
if(rst) begin 
  hsync <= 0;
  vsync <= 0;
end
else begin
  if(hgrid < 752 &&hgrid  >= 656)  
     hsync <= 0;
  else 
     hsync <= 1;
  if(vgrid < 492 && vgrid >= 490 )
     vsync <= 0;
  else 
     vsync <= 1;
end
end
parameter  WIDTH = 32,  
           HEIGHT = 24,   
			  DISV_TOP = 10'd480,   
			  DISV_DOWN =10'd0,   
			  DISH_LEFT = 10'd0,  
			  DISH_RIGHT = 10'd640;  
reg [9:0] topbound = DISV_DOWN + HEIGHT;
reg [9:0] downbound = DISV_DOWN ;
reg [9:0] leftbound = DISH_LEFT ;
reg [9:0] rightbound = DISH_LEFT + WIDTH ;
reg [1:0] movexy = 2'b11;
always @ (posedge vsync or posedge rst) begin
if(rst) begin 
   topbound = DISV_DOWN + HEIGHT ;
	downbound = DISV_DOWN;
	leftbound = DISH_LEFT;
	rightbound = DISH_LEFT + WIDTH ;
	movexy = 2'b11;
end
else begin
	 case(movexy[1:0])
	 2'b11: begin  
	         if (topbound == DISV_TOP && rightbound < DISH_RIGHT )
				    movexy = 2'b10;
				else if (topbound < DISV_TOP && rightbound == DISH_RIGHT )
				    movexy = 2'b01;
			   else if (topbound == DISV_TOP && rightbound == DISH_RIGHT )
				    movexy = 2'b00;
	        end
	 2'b10: begin  
	         if (downbound  == DISV_DOWN&& rightbound < DISH_RIGHT )
				    movexy = 2'b11;
				else if (downbound > DISV_DOWN && rightbound == DISH_RIGHT )
				    movexy = 2'b00;
			   else if (downbound == DISV_DOWN && rightbound == DISH_RIGHT )
				    movexy = 2'b01;
	        end
	 2'b00: begin  
	         if (downbound == DISV_DOWN && leftbound > DISH_LEFT )
				    movexy = 2'b01;
				else if (downbound > DISV_DOWN  && leftbound == DISH_LEFT )
				    movexy = 2'b10;
			   else if (downbound == DISV_DOWN && leftbound == DISH_LEFT )
				    movexy = 2'b11;
	        end
	 2'b01:  begin  
	         if (topbound == DISV_TOP && leftbound > DISH_LEFT )
				    movexy = 2'b00;
				else if (topbound < DISV_TOP && leftbound == DISH_LEFT )
				    movexy = 2'b11;
			   else if (topbound == DISV_TOP && leftbound == DISH_LEFT )
				    movexy = 2'b10;
	        end
	 default: movexy = 2'b11;
	 endcase
	  topbound <= topbound + ( movexy[0]? 1 : -1 );
	  downbound <= downbound + ( movexy[0]? 1 : -1 );
	  leftbound <= leftbound + ( movexy[1]? 1 : -1 );
     rightbound <= rightbound + ( movexy[1]? 1 : -1 );	
end
end
always @(posedge clk_4fp or posedge rst) begin
if(rst)
     color <= 8'b0000_0000; 
else begin
if (hgrid >= DISH_LEFT  && hgrid <= DISH_RIGHT  && vgrid >= DISV_DOWN && vgrid <= DISV_TOP) begin
    if(hgrid >= leftbound && hgrid <= rightbound && vgrid >= downbound && vgrid <= topbound)
	   color <= rect_color;  
	 else 		
	   color <= 8'b0000_0011;  
end
else begin
   color <= 8'b0000_0000;
end
end
end
endmodule
```
==> load_flow_metrics.sql <==
-- generated from flow reports
INSERT INTO impl_metrics (metric_group, metric, value, unit) VALUES
('worst_setup_path', 'critical_path_class', 'flip-flop to flip-flop', ''),
('worst_setup_path', 'critical-path-max-stage-delay', '0.38', 'ns'),
('power_and_ir_drop', 'power-per-cell-area', '155', 'nW/µm²'),
('route', 'detailroute.via_count', '3526', ''),
('global_route', 'global_route_wire_length_before_repair', '16.2', 'mm'),
('route', 'antenna-diode-count', '0', ''),
('clock_tree', 'hold_buffers', '0', ''),
('clock_tree', 'tritoncts', 'done', ''),
('timing', 'unclocked_pins', '72', ''),
('floorplan', 'dieArea', '17200', 'µm²'),
('power_and_ir_drop', 'p_leak', '2.67', 'nW'),
('outcome', 'status', 'completed', ''),
('synthesis', 'synth-warning-count', '1', ''),
('clock_tree', 'post_cts.resized_instances', '0', ''),
('layout', 'area_delta_synth_final', '11.3', '%'),
('worst_setup_path', 'start_kind', 'flip-flop', ''),
('synthesis', 'enable_flop_cells', '0', ''),
('timing', 'untimed_endpoints', '82', ''),
('global_route', 'number_of_global_route_vias_before_repair', '3477', ''),
('clock_tree', 'cts_inserted_buffers', '3', ''),
('synthesis', 'async_flop_share', '100', '%'),
('worst_setup_path', 'worst_setup_path_end_kind', 'flip-flop', ''),
('worst_setup_path', 'critical_path.n_buffers_inverters', '0', ''),
('worst_setup_path', 'path_delay_family', 'flip-flops', ''),
('job', 'max_cap_viols', '0', ''),
('route', 'drt-pass1-iter-count', '4', ''),
('place', 'hpwlAfterDp', '7.29', 'mm'),
('clock_tree', 'cts_root_buf', 'sky130_fd_sc_hd__clkbuf_16', ''),
('synthesis', 'synth.yosys.num_cells', '510', ''),
('synthesis', 'syn-mean-instance-area', '9.80', 'µm²'),
('timing', 'setup_total_negative_slack', '0', 'ns'),
('clock_tree', 'cts.htree.levels', '1', ''),
('synthesis', 'synth_cells', '510', ''),
('route', 'vias_per_cell', '4.70', ''),
('layout', 'most_instantiated_logic_cell_after_routing', 'sky130_fd_sc_hd__ha_1', ''),
('route', 'ant_nets', '0', ''),
('timing', 'rsz_0062_raised_after_global_routing', 'false', ''),
('timing', 'timing_worst_slew_pin_value', '0.812', 'ns'),
('synthesis', 'simple_gate_share', '14.4', '%'),
('floorplan', 'die.size.x', '131', 'µm'),
('global_route', 'grt_max_degree', '44', ''),
('synthesis', 'synth-main-ff-cell', 'sky130_fd_sc_hd__dfrtp_1', ''),
('synthesis', 'syn-cell-area', '5000', 'µm²'),
('clock_tree', 'cts.reportedPaths.clkPinSlew', '0.03', 'ns'),
('floorplan', 'fp_util', '31.1', '%'),
('floorplan', 'fp.dieH', '131', 'µm'),
('timing', 'slew-limit-headroom', '45.9', '%'),
('worst_setup_path', 'critical_path.slowest_cell', 'sky130_fd_sc_hd__dfrtp_1', ''),
('timing', 'setup_viol', '0', ''),
('floorplan', 'fp.coreArea', '16100', 'µm²'),
('floorplan', 'pin_count', '20', ''),
('synthesis', 'synth_adder_area_share', '21.1', '%'),
('place', 'place.gp.congestion', '0.821', ''),
('job', 'warnings', '31', ''),
('timing', 'finClkSkew', '0.00121', 'ns'),
('worst_setup_path', 'critical_path_required', '1.10', 'ns'),
('route', 'drt_iter0_drc', '127', ''),
('synthesis', 'synth-compound-area-share', '13.4', '%'),
('synthesis', 'ys_seq_elements', '75', ''),
('worst_setup_path', 'cp.arrival', '0.77', 'ns'),
('synthesis', 'synth_cell_type_count', '45', ''),
('route', 'post-route-drc-count', '0', ''),
('synthesis', 'synth.mux.area_fraction', '0', '%'),
('synthesis', 'yosysSeqAreaShare', '37.7', '%'),
('timing', 'final_hold_viol_count', '0', ''),
('synthesis', 'xor_xnor_area_share', '8.94', '%'),
('floorplan', 'row_count', '46', ''),
('route', 'routed_wirelength', '9.16', 'mm'),
('timing', 'fmaxAchievable', '1500', 'MHz'),
('clock_tree', 'cts_max_path_buffers', '2', ''),
('global_route', 'grt-ovfl-total', '0', '');
[Yosys cell counts (all sizes together), types with 8 or more instances]
library cell	number	share of area, %
nand4	9	1.1
a21oi	18	1.8
a211oi	13	2.0
o21a	10	1.5
o21ai	27	2.7
and3	8	1.0
nand3	13	1.3
nand2	27	2.0
xor2	16	2.8
nor4	8	1.0
nor2	43	3.2
ha	78	20
xnor2	35	6.1
inv	55	4.1
dfrtp	70	35
nand2b	10	1.3
[cells by family after synthesis]
group                      after synthesis
xor gates and xnor gates                51
AOI/OAI and AO/OA                      102
and+or+nand+nor                        141
DFF                                     75
adders and majority gates               82
buffers and inverters                   59
[sequential cells by signal (all words and copies together), names as in the netlist]
register    cells
clk_4fp         1
color           8
count           2
downbound      10
hgrid          10
hsync           1
leftbound      10
movexy          2
rightbound     10
topbound       10
vgrid          10
vsync           1
[where the power goes]
part	switching, mW	internal [mW]	leakage (nW)
Combinational	0.0686	0.0405	1.66
Sequential	0	0.121	0.972
Clock	0.106	0.526	0.0382
[cell type report]
| cell class | instances | area (µm²) | share of cell area [%] |
|---|---|---|---|
| Clock buffer | 4 | 78.8 | 1.42 |
| Tap cell | 216 | 270 | 4.86 |
| Inverter | 55 | 210 | 3.78 |
| Timing Repair Buffer | 24 | 228 | 4.09 |
| Multi-Input combinational cell | 376 | 2890 | 52.0 |
| Sequential cell | 75 | 1880 | 33.9 |
[stage by stage]
stage	setup WS (ns)	cells	power, mW	instance area, µm²	util (%)
final	0.333	750	0.862	5560	34.6
after CTS	0.330	750	0.875	5560	34.6
after detailed placement	0.345	746	0.237	5480	34.1
after global placement	0.346	746	0.236	5480	34.1
after floorplan	-0.0358	510	0.175	5000	-
after global routing	0.322	750	0.908	5560	34.6
[routing by layer]
layer,track usage (%),vias up,share of wire (%)
li1,-,1848,-
met4,0.473,0,0.41
met5,0,-,0
met2,20.1,26,46
met3,0.248,4,1.1
met1,18.0,1648,52
[worst paths after layout]
check,to,slack [ns],cells past startpoint,startpoint
worst max-delay path,count[1],0.33,1,count[0]
worst min-delay path,count[0],0.21,2,rst
worst max register to register,count[1],0.33,1,count[0]
worst min register to register,clk_4fp,0.40,0,count[1]
max in group asynchronous,count[1],0.68,2,rst
min in group clk0,clk_4fp,0.40,0,count[1]
Power and IR drop assume default switching activity.
